[design/flow/config.mk]
export PLATFORM = sky130hd
export DESIGN_NAME = buart
export DESIGN_NICKNAME = buart
export VERILOG_FILES = /design/flow/design.v
export SDC_FILE = /design/flow/constraint.sdc
export NUM_CORES = 4
export LEC_CHECK = 1
export CORE_AREA = 10 10 112 112
export DIE_AREA = 0 0 122 122
[design/flow/constraint.sdc]
current_design buart

set clk_period 4.0
set clk_io_pct 0.2

create_clock -name clk0 -period $clk_period [get_ports {clk}]

set non_clock_inputs [all_inputs -no_clocks]
set_input_delay [expr $clk_period * $clk_io_pct] -clock clk0 $non_clock_inputs
set_output_delay [expr $clk_period * $clk_io_pct] -clock clk0 [all_outputs]
[design/flow/design.v]
`default_nettype none
module baudgen(
  input wire clk,
  output wire ser_clk);
  localparam lim = (12000000 / 115200) - 1; 
  localparam w = $clog2(lim);
  wire [w-1:0] limit = lim;
  reg [w-1:0] counter;
  assign ser_clk = (counter == limit);
  always @(posedge clk)
    counter <= ser_clk ? 0 : (counter + 1);
endmodule
module baudgen2(
  input wire clk,
  input wire restart,
  output wire ser_clk);
  localparam lim = (12000000 / (2 * 115200)) - 1; 
  localparam w = $clog2(lim);
  wire [w-1:0] limit = lim;
  reg [w-1:0] counter;
  assign ser_clk = (counter == limit);
  always @(posedge clk)
    if (restart)
      counter <= 0;
    else
      counter <= ser_clk ? 0 : (counter + 1);
endmodule
module uart(
   input wire clk,
   input wire resetq,
   output wire uart_busy,        
   output reg uart_tx,           
   input wire uart_wr_i,         
   input wire [7:0] uart_dat_i
);
  reg [3:0] bitcount;            
  reg [8:0] shifter;
  assign uart_busy = |bitcount;
  wire sending = |bitcount;
  wire ser_clk;
  baudgen _baudgen(
    .clk(clk),
    .ser_clk(ser_clk));
  always @(negedge resetq or posedge clk)
  begin
    if (!resetq) begin
      uart_tx <= 1;
      bitcount <= 0;
      shifter <= 0;
    end else begin
      if (uart_wr_i) begin
        { shifter, uart_tx } <= { uart_dat_i[7:0], 1'b0, 1'b1 };
        bitcount <= 1 + 8 + 1;     
      end else if (ser_clk & sending) begin
        { shifter, uart_tx } <= { 1'b1, shifter };
        bitcount <= bitcount - 4'd1;
      end
    end
  end
endmodule
module rxuart(
   input wire clk,
   input wire resetq,
   input wire uart_rx,       
   input wire rd,            
   output wire valid,        
   output wire [7:0] data);  
  reg [4:0] bitcount;
  reg [7:0] shifter;
  wire idle = &bitcount;
  assign valid = (bitcount == 18);
  wire sample;
  reg [2:0] hh = 3'b111;
  wire [2:0] hhN = {hh[1:0], uart_rx};
  wire startbit = idle & (hhN[2:1] == 2'b10);
  wire [7:0] shifterN = sample ? {hh[1], shifter[7:1]} : shifter;
  wire ser_clk;
  baudgen2 _baudgen(
    .clk(clk),
    .restart(startbit),
    .ser_clk(ser_clk));
  reg [4:0] bitcountN;
  always @*
    if (startbit)
      bitcountN = 0;
    else if (!idle & !valid & ser_clk)
      bitcountN = bitcount + 5'd1;
    else if (valid & rd)
      bitcountN = 5'b11111;
    else
      bitcountN = bitcount;
  assign sample = (|bitcount[4:1]) & bitcount[0] & ser_clk;
  assign data = shifter;
  always @(negedge resetq or posedge clk)
  begin
    if (!resetq) begin
      hh <= 3'b111;
      bitcount <= 5'b11111;
      shifter <= 0;
    end else begin
      hh <= hhN;
      bitcount <= bitcountN;
      shifter <= shifterN;
    end
  end
endmodule
module buart(
   input wire clk,
   input wire resetq,
   input wire rx,            
   output wire tx,           
   input wire rd,            
   input wire wr,            
   output wire valid,        
   output wire busy,         
   input wire [7:0] tx_data,
   output wire [7:0] rx_data  
);
  rxuart _rx (
     .clk(clk),
     .resetq(resetq),
     .uart_rx(rx),
     .rd(rd),
     .valid(valid),
     .data(rx_data));
  uart _tx (
     .clk(clk),
     .resetq(resetq),
     .uart_busy(busy),
     .uart_tx(tx),
     .uart_wr_i(wr),
     .uart_dat_i(tx_data));
endmodule
[design/flow/run.sh]
#!/bin/bash
# OpenROAD 26Q1-2900-gdf79404cd8, Yosys 0.63+post, stock flow scripts
make -C /OpenROAD-flow-scripts/flow DESIGN_CONFIG=/design/flow/config.mk WORK_HOME=/design/flow/orfs finish
==> impl_metrics.yaml <==
# physical design summary
final_timing:
  totalNegativeSetupSlack_ns: 0
  slew_violations: 0
  worst_slew_pin_slew_ns: 0.7355
  final_hold_violation_count: 0
  timing.final.crit_period_ns: 3.009
  hold_ws_ns: 0.3730
  worst_slew_margin_rel_pct: 50.81
  rsz0062_at_grt: "false"
  post_route_clock_skew_ns: 0.006397
  post-route-period-util_pct: 75.22
  timing.fmax_ghz: 0.3324
  timing.final.setup_violations: 0
layout:
  final_cell_mix: "sky130_fd_sc_hd__clkdlybuf4s50_1, sky130_fd_sc_hd__dfrtp_1, sky130_fd_sc_hd__nor2_1"
  n_fill_cell: 1068
  layout-drive-gt1-share_pct: 17.44
  seq_area_sq_um: 996.0
  multiInputGateArea_sq_um: 872.1
  syn_to_final_growth_pct: 24.55
  mostFrequentLayoutCell: "sky130_fd_sc_hd__clkdlybuf4s50_1"
worst_setup_path:
  critical_path_class: "reg -> out"
  path_max_fanout: 6
  setup.worst_path.start_class: "register"
  reg2regPathDepth: 6
  critPathArrivalTime_ns: 2.21
  timing.critical_path.cells: "ha_1 > nor4bb_1 > buf_4 > clkdlybuf4s50_1"
  timing.critical_path.required_ns: 3.20
  crit_path_end_kind: "primary output"
  delay_of_the_slowest_critical_path_stage_ns: 0.59
  cp_slowest_cell: "sky130_fd_sc_hd__dfstp_2"
job:
  max_cap_viol_count: 0
  tool_warnings: 26
min_path:
  worstHoldPathType: "reg -> reg"
  whs_path_depth: 0
clock_tree:
  cts_repair_resize_count: 0
  htree_num_levels: 2
  clk_pin_slew_ns: 0.08
  tritoncts.num_buffers: 5
  cts.root.buffer_cell: "sky130_fd_sc_hd__clkbuf_8"
  insertion_delay_ns: 0.29
  postCtsSetupBuffers: 0
  cts_tree: "done"
  holdBufCountCts: 0
  cts.sinks: 42
  number_of_buffers_on_the_longest_clock_path: 2
die:
  die_w_um: 122
  fp.dieH_um: 122
  chip_area_sq_mm: 0.01488
  num_rows: 37
  pin_count: 24
  pre_place_util_pct: 18.83
  area_of_the_core_sq_mm: 0.01023
placement:
  numPortBuffers: 23
  gp_congestion: 0.8025
  dp_hpwl_um: 2550
yosys:
  synth_stat.cells: 168
  yosys.area_share.adder_pct: 3.896
  fraction_of_the_mapped_netlist_area_in_simple_logic_gates_pct: 18.05
  synth.cellmix.compoundShare_pct: 7.727
  synth_flop_count: 42
  ys_top_logic_family: "simple AND/OR/NAND/NOR gates"
  synth_area_per_cell_sq_um: 11.47
  yosys.stat.chipArea_sq_mm: 0.001927
  synthFlopType: "sky130_fd_sc_hd__dfrtp_1"
  edff_count_synth: 0
  synthesis.area_sq_mm: 0.001927
  synth_async_sr_flop_share_pct: 69.05
  synth_sequential_area_ratio_pct: 51.69
  postSynthCellCount: 168
  synth_cell_types: 45
  mux_share_pct: 11.49
  xor_area_share_pct: 4.091
  yosysWarningCount: 4
grt:
  grt_use_total_pct: 4.824
  grt_pass1_wl_um: 5982
  antenna_found_initial: 0
  maximum_number_of_pins_on_one_net_before_global_route_repair: 30
  global_route_congestion_overflow_total: 0
  grt_pass1_vias: 1254
pwr:
  worst_ir_drop_on_vdd_uv: 118.2
  fin_total_pwr_uw: 744.3
  total_leakage_power_uw: 0.001053
  power.density_cell_area_mw_per_mm2: 310.2
drt:
  drt_drc_violations_left: 0
  routed_via_density: 3.852
  routed_wire_length_per_instance_um: 10.81
  route.final.wire_length_um: 3577
  insertedDiodeCount: 0
  drt_iter0_markers: 36
  drt.antenna.violating_nets: 0
  dr_total_vias: 1275
  drtPass1Iterations: 4
status:
  status: "complete, no violations"
[layout make-up]
cell class	instances	area share [%]
Inverter	5	0.7821
Tap cell	136	7.091
Multi-Input combinational cell	114	36.34
Clock buffer	5	2.868
Timing Repair Buffer	26	10.53
Sequential cell	42	41.50
Clock inverter	3	0.8863
[logic make-up (layout without fill, tap and decap cells)]
kind of cell	after synthesis	count (layout)
AND/OR/NAND/NOR	58	58
flip-flops	42	42
AND-OR/OR-AND	23	23
multiplexers	18	18
buffers and inverters	12	39
XOR/XNOR	9	9
adder cells (fa/ha/maj)	6	6
[registers in the layout, summed over array words and instances, names as in the netlist]
| register | count |
|---|---|
| _rx.bitcount | 5 |
| _rx.shifter | 8 |
| _tx.shifter | 9 |
| _tx._baudgen.counter | 7 |
| _rx.hh | 2 |
| _rx._baudgen.counter | 6 |
| _tx.uart_tx | 1 |
| _tx.bitcount | 4 |
[power by group]
part	internal (uW)	switching, uW	total (uW)
Sequential	432	4.22	436
Clock	123	153	276
Combinational	17.0	15.6	32.6
Total	571	173	744
[worst max-delay path: cells and delay by family, from the launching register on]
| family | cells | cell delay [ns] |
|---|---|---|
| adders and majority gates | 1 | 0.14 |
| DFF | 1 | 0.59 |
| buffers and inverters | 2 | 0.71 |
| and+or+nand+nor | 1 | 0.48 |
[metal layers]
metal	wire [um]	track usage, %	vias up
li1	-	-	643
met1	1747	6.502	619
met2	1642	7.739	11
met3	158	1.455	2
met4	28	0.5961	0
met5	0	0	-
[through the flow]
step	util [%]	cells	cell area [sq um]	worst slack (ns)
floorplan	-	168	1927	1.890
global placement	22.58	323	2310	1.319
detailed placement	22.58	323	2310	1.295
CTS	23.46	331	2400	0.9557
global route	23.46	331	2400	0.8883
finish	23.46	331	2400	0.9911
[synthesized netlist by cell type (2+ instances only)]
cell,number,share of area (%)
sky130_fd_sc_hd__a211oi_1,5,1.9
sky130_fd_sc_hd__a21oi_1,3,0.78
sky130_fd_sc_hd__and3_2,2,0.78
sky130_fd_sc_hd__buf_2,2,0.52
sky130_fd_sc_hd__clkbuf_1,3,0.58
sky130_fd_sc_hd__dfrtp_1,21,27
sky130_fd_sc_hd__dfstp_2,8,11
sky130_fd_sc_hd__dfxtp_1,13,14
sky130_fd_sc_hd__ha_1,6,3.9
sky130_fd_sc_hd__inv_1,5,0.97
sky130_fd_sc_hd__mux2_4,8,6.2
sky130_fd_sc_hd__mux2i_1,9,4.7
sky130_fd_sc_hd__nand2_1,13,2.5
sky130_fd_sc_hd__nand3_1,8,2.1
sky130_fd_sc_hd__nor2_1,14,2.7
sky130_fd_sc_hd__nor2b_1,4,1.3
sky130_fd_sc_hd__nor4_1,2,0.65
sky130_fd_sc_hd__o21ai_0,5,1.3
sky130_fd_sc_hd__o21ai_1,4,1.0
sky130_fd_sc_hd__xnor2_1,5,2.3
sky130_fd_sc_hd__xor2_1,4,1.8
[path summary, 6_finish.rpt]
| kind | from | to | slack (ns) |
|---|---|---|---|
| min in group asynchronous | resetq | _tx.shifter[8] | 0.90 |
| hold / removal | _rx.hh[0] | _rx.hh[1] | 0.37 |
| setup / recovery | _rx.bitcount[1] | valid | 0.99 |
| max in group asynchronous | resetq | _tx.uart_tx | 2.78 |
| hold reg to reg | _rx.hh[0] | _rx.hh[1] | 0.37 |
| setup reg to reg | _rx.bitcount[0] | _rx.bitcount[2] | 1.73 |
Power is estimated from default activity; no workload was simulated.
